$ cat design.v
module Mux_4_32_if
(mux_out,data_3, data_2, data_1, data_0,select, enable);
output [31:0] mux_out;
input [31:0] data_3, data_2, data_1, data_0;
input [1:0] select;
input enable;
reg [31:0] mux_int;
assign mux_out = enable ? mux_int : 32'bz;
always @ *
if (select == 0) mux_int = data_0; else
if (select == 1) mux_int = data_1; else
if (select == 2) mux_int = data_2; else
if (select == 3) mux_int = data_3; else mux_int = 32'bx;
endmodule
$ cat run.sh
#!/bin/bash
# OpenROAD 26Q1-2900-gdf79404cd8, Yosys 0.63+post, stock flow scripts
make -C /OpenROAD-flow-scripts/flow DESIGN_CONFIG=/design/flow/config.mk WORK_HOME=/design/flow/orfs finish
$ cat config.mk
export PLATFORM = sky130hd
export DESIGN_NAME = Mux_4_32_if
export DESIGN_NICKNAME = Mux_4_32_if
export VERILOG_FILES = /design/flow/design.v
export SDC_FILE = /design/flow/constraint.sdc
export NUM_CORES = 4
export LEC_CHECK = 1
export CORE_AREA = 10 10 84 84
export DIE_AREA = 0 0 94 94
$ cat constraint.sdc
current_design Mux_4_32_if

set clk_period 3.1
set clk_io_pct 0.2

create_clock -name clk0 -period $clk_period

set non_clock_inputs [all_inputs -no_clocks]
set_input_delay [expr $clk_period * $clk_io_pct] -clock clk0 $non_clock_inputs
set_output_delay [expr $clk_period * $clk_io_pct] -clock clk0 [all_outputs]
==> CHANGELOG.md <==
### Implementation results

- Outcome: finished clean
- Count of warning messages emitted by the tools: 33
- Tally of max-capacitance violations: 0
- Kind of critical path: in2out
- Number of vias after detailed routing: roughly 1200
- X dimension of the die: about 94 µm
- Post-place setup slack: 0.279 ns
- Vias in the first global route: around 1400
- Count of TritonRoute iterations in the first routing pass: 4
- Final period demand of the worst path: 2.80 ns
- Die Size: around 8800 µm²
- Hold Path Stages: 4
- Avg WL per Cell: 19.9 µm
- Number of antenna violations at the first check in global routing: 0
- Diode insertion count for antenna repair: 0
- Congestion Overflow GR: 0
- Core Rows: 26
- Hold path start: select[0]
- Vias per cell: approximately 4.3
- Warnings from Yosys: 2
- Number of top-level pins: roughly 160
- # setup viols final: 0
- Power density over the cells: about 140 nW/µm²
- Pin count of the biggest net entering global routing: 33
- End-of-flow core utilization: roughly 47%
- Top library cells by usage in the layout, fill and taps aside: clkdlybuf4s50_1 (161), mux4_2 (30), mux4_1 (2), buf_4 (2)
- Cells in synth_stat.txt: 39
- Floorplan die height: roughly 94 µm
- P&R area growth vs syn: 203%
- Count of routing violations after the opening detailed-route iteration: 23
- Routed Wire Length: 5.31 mm
- Global-route wire length before repair: between 7 and 8 mm
- Count of antenna-violating nets left after detailed routing: 0
- Arrival time at the worst endpoint: 2.18 ns
- Clock Buffer Count: 0
- Yosys chip area: approximately 810 µm²
- Register area: 0 µm²
- Most frequent standard cell in the layout excluding fill and tap cells: clkdlybuf4s50_1
- RSZ-0062 raised after global routing: no
- Type of element launching the critical path: primary input
- PortBufs: around 160
- Post-CTS sizing: 0
- DR DRC count: 0
- Number of endpoints with negative hold slack in the final report: 0
- Final Cycle Share: 90.4%
- Min-delay worst type: in2out
- Worst setup slack after layout: a little under 0.3 ns
- Synthesized cell area: between 800 and 900 µm²
- Fmax: ~0.36 GHz
- Max transition margin: 83.2%
- Hpwl dp: between 4 and 5 mm
- Distinct lib cells: 5
- Maximum vdd ir drop: 0.0000685 V
- Fraction of final layout cells with drive strength greater than 1: between 10% and 20%
- Initial Util: 15.6%
- Final-report max-slew violation count: 0
- Worst slew pin tran: about 0.25 ns
- Category of the worst setup path capture point: primary output
- Share of the yosys chip area belonging to registers: 0%
- Hold buffers post-CTS: 0
- Setup bufs post-CTS: 0
- Mean post-synth cell area: about 21 µm²
- Overall Global Routing Usage: a little under an eighth
- Max FO, Critical Path: 20
- Number of sequential storage elements: 0
- Terminating pin of the worst hold path: mux_out[16]
- Last weighted congestion value of the routability-driven placer: ~0.89
- Crit path DRT: 2.48 ns
- Standby leakage power: slightly below 0.0009 µW
- Crit path from: select[1]
- Total Negative Setup Slacks: 0 ns
- Cell count after synthesis: 39
- Core Region: ~5200 µm²
- Overall power of the completed layout: between 300 and 400 µW
-- worst max-delay path, stage by stage --
cell and delay (ns):
clkdlybuf4s50_1 0.47, buf_4 0.26, mux4_2 0.39, clkdlybuf4s50_1 0.43
-- synthesized netlist by cell type --
library cell / n / area share (%)
buf_6: 1 / 1.4
buf_2: 3 / 1.8
buf_12: 3 / 7.4
mux4_2: 30 / 83
mux4_1: 2 / 6.5
-- cell families after synthesis --
| kind of cell | synth area share, % |
|---|---|
| buffers and inverters | 10.6 |
| muxes | 89.4 |
-- routing by layer --
metal | vias to the layer above | GRT usage (%) | share of wire [%]
li1 | 524 | - | -
met1 | 541 | 11.8 | 34
met2 | 90 | 20.6 | 51
met3 | 2 | 5.65 | 14
met4 | 0 | 0.506 | 0.51
met5 | - | 0 | 0
-- worst max path at each step --
stage                   endpoint  slack [ns]  cells past startpoint
after CTS             mux_out[3]        0.28                      4
after global routing  mux_out[3]        0.25                      4
final                 mux_out[3]        0.30                      4
-- layout make-up --
class,count,area [µm²]
repair buffers,165,1650
fillers,463,2740
multi-input cells,32,728
well taps,70,87.6
-- through the flow --
step / std cells / cell area [µm²] / hold WS [ns]
floorplan: 39 / 815 / 1.33
finish: 267 / 2470 / 2.31
global route: 267 / 2470 / 2.37
global placement: 267 / 2470 / 2.34
CTS: 267 / 2470 / 2.34
detailed placement: 267 / 2470 / 2.34
-- power by group --
part | internal [µW] | switching [µW]
Clock | 0 | 0
Combinational | 277 | 62.5
Sequential | 0 | 0
Power figures rest on the tool's default switching activity, not on a simulated workload.
