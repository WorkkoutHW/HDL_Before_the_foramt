<file path="/design/flow/config.mk">
export PLATFORM = sky130hd
export DESIGN_NAME = adder_CLA
export DESIGN_NICKNAME = adder_CLA
export VERILOG_FILES = /design/flow/design.v
export SDC_FILE = /design/flow/constraint.sdc
export NUM_CORES = 4
export LEC_CHECK = 1
export CORE_AREA = 10 10 74 74
export DIE_AREA = 0 0 84 84
</file>
<file path="/design/flow/constraint.sdc">
current_design adder_CLA

set clk_period 5.9
set clk_io_pct 0.2

create_clock -name clk0 -period $clk_period

set non_clock_inputs [all_inputs -no_clocks]
set_input_delay [expr $clk_period * $clk_io_pct] -clock clk0 $non_clock_inputs
set_output_delay [expr $clk_period * $clk_io_pct] -clock clk0 [all_outputs]
</file>
<file path="/design/flow/design.v">
module half_adder(a,b, c_out, sum);
output sum;
output c_out;
input a,b;
xor(sum, a, b);
and (c_out, a, b);
endmodule
module full_adder(a, b, c_in, sum, c_out);
output sum;
output c_out;
input a, b;
input c_in;
wire w0, w1, w2;
half_adder M0(a, b, w1, w0);
half_adder M1(c_in, w0, w2, sum);
or (c_out, w1, w2);
endmodule
module CLA_4bit_module(a, b, s, c_in, c_out);
input [3:0] a, b;
input c_in;
output c_out;
output [3:0] s;
wire [3:0] P,G;
wire w0, w1, w2, w3, w4, w5, w6, w7;
wire c0, c1, c2;
full_adder m0(a[0], b[0], c_in,  s[0], c0); 
full_adder m1(a[1], b[1], c0, s[1], c1);
full_adder m2(a[2], b[2], c1, s[2], c2);
full_adder m3(a[3], b[3], c2, s[3]);
and (G[3], a[3], b[3]);
and (G[2], a[2], b[2]);
and (G[1], a[1], b[1]);
and (G[0], a[0], b[0]); 
or (P[3], a[3], b[3]);
or (P[2], a[2], b[2]);
or (P[1], a[1], b[1]);
or (P[0], a[0], b[0]);
and (w0, G[0], P[1]);
or (w1, w0, G[1]);
and (w2, w1, P[2]);
or (w3, w2, G[3]);
and (w4, w3, P[3]);
or (w5, w4, G[3]);
and (w6, P[0], P[1], P[2], P[3]);
and (w7, c_in, w6);
or (c_out, w7, w5);
endmodule
module adder_CLA(a, b, c_in, s, c_out);
input [15:0] a, b;
input c_in;
output [15:0] s;
output c_out;
wire c3, c7, c11;
CLA_4bit_module u0(a[3:0], b[3:0], s[3:0], c_in, c3);
CLA_4bit_module u1(a[7:4], b[7:4], s[7:4], c3, c7);
CLA_4bit_module u2(a[11:8], b[11:8], s[11:8], c7, c11);
CLA_4bit_module u3(a[15:12], b[15:12], s[15:12], c11, c_out);
endmodule
</file>
<file path="/design/flow/run.sh">
#!/bin/bash
# OpenROAD 26Q1-2900-gdf79404cd8, Yosys 0.63+post, stock flow scripts
make -C /OpenROAD-flow-scripts/flow DESIGN_CONFIG=/design/flow/config.mk WORK_HOME=/design/flow/orfs finish
</file>
==> impl_metrics.tcl <==
# yosys + openroad results
set metrics [dict create \
    ys_warn_count 0 \
    fin_util 0.387 \
    worst_pin_slew_ns 0.360 \
    cp.required_ns 4.72 \
    slowest_stage "clkdlybuf4s50_1" \
    io_buffer_count 50 \
    fin_crit_sh 0.940 \
    drc 0 \
    rsz0062_at_grt "false" \
    detail_route.wl_per_cell_um 9.93 \
    grt_pass1_wl_um 3770 \
    relSlewSlack 0.758 \
    critPathKind "in -> out" \
    syn_area_per_cell_um2 8.76 \
    setup_viol 0 \
    ys_types 23 \
    top_area_cell "ha_1" \
    status "complete, no violations" \
    min-delay-start "c_in" \
    cts_setup_buffers 0 \
    syn-instance-count 125 \
    power.leakage_uw 0.000792 \
    fp_util 0.276 \
    viasPerCell 3.79 \
    drt_iter0_drc 6 \
    rows 23 \
    die-width_um 84 \
    drive_gt1_frac 0.0314 \
    ir_worst_vdd_uv 34.7 \
    gp_congestion 0.745 \
    design.seq.count 0 \
    crit_start "a[1]" \
    worstPathArrival_ns 4.36 \
    hpwlAfterDp_um 2040 \
    openroad.warnings 56 \
    die-area_um2 7060 \
    cellPowerDensity_nw_per_um2 80.7 \
    register_area_um2 0 \
    critPathMaxFanout 3 \
    top_cell_area_share 0.320 \
    vias 792 \
    synthTopCellsByArea "ha_1, fa_1, inv_1" \
    grtUsageTotal 0.0610 \
    post_cts_resized 0 \
    fmax_ghz 0.180 \
    synth_area_um2 1090 \
    crit_family "adder cells" \
    diodes 0 \
    slowest_delay_ns 0.47 \
    hold_buffers 0 \
    path_buffers 5 \
    startpoint_type "input pin" \
    cp_cell_sequence "clkdlybuf4s50_1 > inv_1 > ha_1 > nor3b_1 > o311ai_2 > nand3_2 > a22o_1 > fa_1 > fa_1 > inv_1 > fa_1 > inv_1 > clkdlybuf4s50_1" \
    ys_seq_frac 0 \
    antenna_found_initial 0 \
    slew_viol_final 0 \
    fillCellCount 386 \
    hp-class "in -> out" \
    dr.pass1.iters 2 \
    coreArea_um2 3970 \
    area_delta_synth_final_pct 40.5 \
    io_pins 50 \
    grt_pass1_vias 887 \
    wl_um 2080 \
    fin_tns_setup_ns 0 \
    die_h_um 84 \
    yosys_area_um2 1090 \
    period_needed_ns 5.54 \
    yosysCellCount 125 \
    crit_path_end_kind "primary output" \
    antenna_left 0 \
    hold_viol 0 \
    grt_remaining_overflow 0 \
    n_clock_buffer 0 \
    max_cap_viol_count 0 \
    grt_start_max_net_pins 4 \
]
==> per-stage QoR <==
step	hold slack [ns]	setup slack, ns	instance area (um2)	total power [uW]	instances
detailed placement	3.44	0.318	1540	128	209
finish	3.43	0.357	1540	124	209
floorplan	2.58	1.33	1090	73.7	125
global placement	3.44	0.345	1540	128	209
CTS	3.45	0.314	1540	129	209
global route	3.50	0.0792	1540	144	209
==> Yosys cell counts <==
| master | number |
|---|---|
| inv_1 | 43 |
| ha_1 | 28 |
| buf_4 | 16 |
| fa_1 | 12 |
| nor2b_1 | 3 |
| xnor2_1 | 3 |
| nor4_2 | 2 |
| o21bai_1 | 2 |
| o311ai_0 | 2 |
| a21oi_1 | 1 |
| a22o_1 | 1 |
| a31o_1 | 1 |
| nand2_1 | 1 |
| nand2b_1 | 1 |
| nand3_2 | 1 |
| nor2_1 | 1 |
| nor3b_1 | 1 |
| nor4_1 | 1 |
| o311ai_2 | 1 |
| o31ai_1 | 1 |
| o31ai_4 | 1 |
| or3_1 | 1 |
| xor2_1 | 1 |
==> metal layers <==
layer,up-vias,part of all wire,global-route usage
met5,-,0,0
met4,0,0,0
met3,0,0.073,0.0148
met2,24,0.53,0.113
met1,349,0.40,0.0733
li1,419,-,-
==> cell type report <==
cell class         count  area (um2)  share of cell area
inverters             43         161               0.105
well taps             50        62.6              0.0407
multi-input cells     66         813               0.529
repair buffers        50         500               0.325
==> cells by family after synthesis <==
| family | share of synthesized area |
|---|---|
| and+or+nand+nor | 0.0800 |
| adders and majority gates | 0.539 |
| xor gates and xnor gates | 0.0320 |
| AOI/OAI and AO/OA | 0.0914 |
| buffers and inverters | 0.257 |
==> worst paths after layout <==
check	end	slack (ns)	depth (start not counted)
worst max-delay path	s[14]	0.36	13
worst min-delay path	s[0]	3.43	5
==> power breakdown <==
| group | switching, uW | internal [uW] |
|---|---|---|
| Combinational | 40.6 | 83.5 |
| Sequential | 0 | 0 |
| Clock | 0 | 0 |
| Total | 40.6 | 83.5 |
==> placed cells by master (no fill, tap or decap) <==
| cell | Yosys | final |
|---|---|---|
| a21oi_1 | 1 | 1 |
| a22o_1 | 1 | 1 |
| a31o_1 | 1 | 1 |
| clkdlybuf4s50_1 | 0 | 50 |
| fa_1 | 12 | 12 |
| ha_1 | 28 | 28 |
| inv_1 | 43 | 43 |
| nand2_1 | 1 | 1 |
| nand2b_1 | 1 | 1 |
| nand3_2 | 1 | 1 |
| nor2_1 | 1 | 1 |
| nor2b_1 | 3 | 3 |
| nor3b_1 | 1 | 1 |
| nor4_1 | 1 | 1 |
| nor4_2 | 2 | 2 |
| o21bai_1 | 2 | 2 |
| o311ai_0 | 2 | 2 |
| o311ai_2 | 1 | 1 |
| o31ai_1 | 1 | 1 |
| o31ai_4 | 1 | 1 |
| or3_1 | 1 | 1 |
| xnor2_1 | 3 | 3 |
| xor2_1 | 1 | 1 |
Power figures rest on the tool's default switching activity, not on a simulated workload.
